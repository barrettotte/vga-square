## design/flow/design.v

```verilog
module square_generator(
    input i_clk,
    input i_reset,
    input i_video_on,
    input [9:0] i_x,
    input [9:0] i_y,
    output reg [11:0] o_rgb
);
    parameter X_MAX = 639;
    parameter Y_MAX = 479;
    parameter SQ_RGB = 12'h0F0;
    parameter SQ_SIZE = 64;
    parameter SQ_XI = 25;
    parameter SQ_YI = 25;
    parameter SQ_VELOCITY = 1;
    parameter BG_RGB = 12'h000;
    wire [9:0] sq_left;
    wire [9:0] sq_right;
    wire [9:0] sq_top;
    wire [9:0] sq_bottom;
    reg [9:0] sq_x;
    reg [9:0] sq_y;
    wire [9:0] sq_x_next;
    wire [9:0] sq_y_next;
    reg [9:0] x_delta;
    reg [9:0] y_delta;
    reg [9:0] x_delta_next;
    reg [9:0] y_delta_next;
    wire refresh_tick;
    assign refresh_tick = ((i_y == 481) && (i_x == 0)) ? 1 : 0;
    always @(posedge i_clk or posedge i_reset) begin
        if (i_reset) begin
            sq_x <= SQ_XI;
            sq_y <= SQ_YI;
            x_delta <= SQ_VELOCITY;
            y_delta <= SQ_VELOCITY;
        end
        else begin
            sq_x <= sq_x_next;
            sq_y <= sq_y_next;
            x_delta <= x_delta_next;
            y_delta <= y_delta_next;
        end
    end
    assign sq_left = sq_x;
    assign sq_top = sq_y;
    assign sq_right = sq_left + SQ_SIZE - 1;
    assign sq_bottom = sq_top + SQ_SIZE - 1;
    wire sq_on;
    assign sq_on = (sq_left <= i_x) && (i_x <= sq_right) && (sq_top <= i_y) && (i_y <= sq_bottom);
    assign sq_x_next = refresh_tick ? sq_x + x_delta : sq_x;
    assign sq_y_next = refresh_tick ? sq_y + y_delta : sq_y;
    always @* begin
        x_delta_next = x_delta;
        y_delta_next = y_delta;
        if (sq_top < 1) begin
            y_delta_next = SQ_VELOCITY;
        end
        else if (sq_bottom > Y_MAX) begin
            y_delta_next = 0 - SQ_VELOCITY;
        end
        else if (sq_left < 1) begin
            x_delta_next = SQ_VELOCITY;
        end
        else if (sq_right > X_MAX) begin
            x_delta_next = 0 - SQ_VELOCITY;
        end
    end
    always @* begin
        if (~i_video_on) begin
            o_rgb = 12'h000;  
        end
        else begin
            o_rgb = (sq_on) ? SQ_RGB : BG_RGB;
        end
    end
endmodule
`timescale 1ns/1ps
module top (
    input i_clk_100MHz,
    input i_reset,
    output o_hsync,
    output o_vsync,
    output [11:0] o_rgb
);
    wire w_video_on;
    wire w_tick;
    wire [9:0] w_x;
    wire [9:0] w_y;
    reg [11:0] rgb;
    wire [11:0] rgb_next;
    vga_controller vga (
        .i_clk_100MHz(i_clk_100MHz),
        .i_reset(i_reset),
        .o_video_on(w_video_on),
        .o_hsync(o_hsync),
        .o_vsync(o_vsync),
        .o_tick(w_tick),
        .o_x(w_x),
        .o_y(w_y)
    );
    square_generator square_gen (
        .i_clk(i_clk_100MHz),
        .i_reset(i_reset),
        .i_video_on(w_video_on),
        .i_x(w_x),
        .i_y(w_y),
        .o_rgb(rgb_next)
    );
    always @(posedge i_clk_100MHz) begin
        if (w_tick) begin
            rgb <= rgb_next;
        end
    end
    assign o_rgb = rgb;
endmodule
module vga_controller (
    input i_clk_100MHz,
    input i_reset,
    output o_video_on,
    output o_hsync,
    output o_vsync,
    output o_tick,
    output [9:0] o_x,
    output [9:0] o_y
);
    parameter H_DA = 640;
    parameter H_FP = 48;
    parameter H_BP = 16;
    parameter H_R = 96;
    parameter H_MAX = H_DA + H_FP + H_BP + H_R - 1;
    parameter V_DA = 480;
    parameter V_FP = 10;
    parameter V_BP = 33;
    parameter V_R = 2;
    parameter V_MAX = V_DA + V_FP + V_BP + V_R - 1;
    reg [1:0] r_clk_25MHz;
    wire w_clk_25MHz;
    always @(posedge i_clk_100MHz or posedge i_reset) begin
        if (i_reset) begin
            r_clk_25MHz <= 0;
        end
        else begin
            r_clk_25MHz <= r_clk_25MHz + 1;
        end
    end
    assign w_clk_25MHz = (r_clk_25MHz == 0) ? 1 : 0;
    reg [9:0] h_count;
    reg [9:0] v_count;
    reg [9:0] h_count_next;
    reg [9:0] v_count_next;
    reg v_sync;
    reg h_sync;
    wire v_sync_next;
    wire h_sync_next;
    always @(posedge i_clk_100MHz or posedge i_reset) begin
        if (i_reset) begin
            h_count <= 0;
            v_count <= 0;
            h_sync <= 1;
            v_sync <= 1;
        end
        else begin
            h_count <= h_count_next;
            v_count <= v_count_next;
            h_sync <= h_sync_next;
            v_sync <= v_sync_next;
        end
    end
    always @(posedge w_clk_25MHz or posedge i_reset) begin
        if (i_reset) begin
            h_count_next = 0;
        end
        else begin
            if (h_count == H_MAX) begin
                h_count_next = 0;
            end
            else begin
                h_count_next = h_count + 1;
            end
        end
    end
    always @(posedge w_clk_25MHz or posedge i_reset) begin
        if (i_reset) begin
            v_count_next = 0;
        end
        else begin
            if (h_count == H_MAX) begin
                if (v_count == V_MAX) begin
                    v_count_next = 0;
                end
                else begin
                    v_count_next = v_count + 1;
                end
            end
        end
    end
    assign h_sync_next = (h_count >= (H_DA + H_BP) && h_count <= (H_DA + H_BP + H_R - 1));
    assign v_sync_next = (v_count >= (V_DA + V_BP) && v_count <= (V_DA + V_BP + V_R - 1));
    assign o_hsync = h_sync;
    assign o_vsync = v_sync;
    assign o_x = h_count;
    assign o_y = v_count;
    assign o_tick = w_clk_25MHz;
    assign o_video_on = ((h_count < H_DA) && (v_count < V_DA));
endmodule
```

## design/flow/run.sh

```bash
#!/bin/bash
# OpenROAD 26Q1-2900-gdf79404cd8, Yosys 0.63+post, stock flow scripts
make -C /OpenROAD-flow-scripts/flow DESIGN_CONFIG=/design/flow/config.mk WORK_HOME=/design/flow/orfs finish
```

## design/flow/config.mk

```make
export PLATFORM = sky130hd
export DESIGN_NAME = top
export DESIGN_NICKNAME = top
export VERILOG_FILES = /design/flow/design.v
export SDC_FILE = /design/flow/constraint.sdc
export NUM_CORES = 4
export LEC_CHECK = 1
export CORE_UTILIZATION = 30
```

## design/flow/constraint.sdc

```tcl
current_design top

set clk_period 5.3
set clk_io_pct 0.2

create_clock -name clk0 -period $clk_period [get_ports {i_clk_100MHz}]

set non_clock_inputs [all_inputs -no_clocks]
set_input_delay [expr $clk_period * $clk_io_pct] -clock clk0 $non_clock_inputs
set_output_delay [expr $clk_period * $clk_io_pct] -clock clk0 [all_outputs]
```

==> reports/metrics.csv <==
metric,value,unit
outcome,completed,
yosys_area,4687,µm²
h-tree-depth,2,
intPower,0.5340,mW
max_freq,299.8,MHz
synthToLayoutAreaGrowth,7.261,%
unclocked_regs,20,
place_area,4895,µm²
critical_path_required,5.46,ns
edf_count,1,
finalHoldWorstSlack,0.4077,ns
wl_met2,4020,µm
rsz0062_at_grt,false,
cts_buffers,5,
r2r_end,rgb[6],
endpoint_kind,flip-flop,
yosys_warnings,3,
crit_path_frequent_cell,a21o_1,
comb_power_share,0.016,
r2r_start,square_gen.sq_y[1],
routed_wl,9142,µm
ff_type,dfrtp_1,
synth_flops,67,
core,15200,µm²
ctsResizeCount,0,
min_from,vga.r_clk_25MHz[0],
holdPathStages,1,
final_cell_mix,"ha_1, dfrtp_1, nand2_1",
synth_cells,497,
regToRegSetupSlack,1.96,ns
rr_worst_depth,11,
num_antenna_cells,0,
synth_seq_share,0.3609,
first_pass_iters,4,
pin_count,16,
grt_pass1_wl,15920,µm
worst-path-buf-inv,0,
ant_nets,0,
finalSetupViolCount,0,
die_h,127.0,µm
top_cell_area_share,0.3097,
worst_slew_margin_rel,0.4822,
clockBufferDepth,2,
postCtsHoldBufs,0,
fp_util,0.3083,
min_to,vga.r_clk_25MHz[0],
critPathMaxStageDelay,0.56,ns
drv_slew,0,
cts_tree,done,
num_vias,3407,
cts-root-buf,clkbuf_16,
syn_area_per_cell,9.431,µm²
seqPwrFrac,0.531,
fin_crit,3.336,ns
synth.distinct_cells,58,
die-area,16130,µm²
top_area_cell,dfrtp_1,
antenna_found_initial,0,
yosys-top-cells-area,"dfrtp_1, ha_1, xnor2_1",
clock_skew,0.003632,ns
p_leak,2.307,nW
path_max_fanout,6,
switching_share,0.2126,
top_layer,met4,
critical_path.top_delay_family,simple AND/OR/NAND/NOR gates,
die_w,127.0,µm
drt-initial-drc-count,145,
remaining_drc_errors,0,
wl_per_cell,13.29,µm
gp_congestion,0.8905,
cp_slowest_cell,or4_4,
dp_hpwl,6902,µm
gr-total-overflow,0,
critPathLaunchType,flip-flop,
layout-drive-gt1-share,0.05200,
hp-class,flip-flop to flip-flop,
ir_worst_vdd,0.1064,mV
layout.cells.most_common,ha_1,
design_area,5027,µm²
cts_setup_buffers,0,
yosys_cells,497,
viasPerCell,4.952,
untimed_endpoints,40,
worstPathCellList,or4_4 -> or3_4 -> nand2_1 -> xor2_1 -> ha_1 -> a21o_1 -> a21o_1 -> a2111oi_0 -> a31oi_1 -> nor4_1 -> o21a_1,
post-route-period-util,0.6294,
arrival,3.50,ns
crit_type,flip-flop to flip-flop,
maxCapViolCount,0,
clkPwrFrac,0.453,
fin_tns_setup,0,ns
grtUsageTotal,0.1232,
hold_viol_final,0,
met1Wirelength,4780,µm
io_buffers,7,
switching_power,0.1441,mW
clkTransAtPathRegs,0.06,ns
cellPowerDensity,134.9,nW/µm²
grt_max_degree,57,
async_reset_ff_frac,0.9851,
netlist_area,4687,µm²
clk_latency,0.29,ns
wl_met3,274,µm
tightest_slew,0.7696,ns
openroad.warnings,35,
grt_pass1_vias,3295,
rows,45,
## registers in the layout, indices dropped and copies added, names as in the netlist, 2 cells and up
signal,count
square_gen.sq_x,10
square_gen.sq_y,10
vga.h_count,10
vga.h_count_next,10
vga.v_count,10
vga.v_count_next,10
vga.r_clk_25MHz,2
## power groups by stage
stage     logic [mW]  clock network, mW  registers [mW]
4_1_cts       0.0120              0.318           0.360
6_report      0.0110              0.307           0.360
5_1_grt       0.0135              0.330           0.359
## cells by family (layout without fill, tap and decap cells)
logic type	count (synthesis)	in the layout	synth area share
buf+inv	56	52	0.05926
other cells	1	8	0.0008001
flops	67	67	0.3609
compound gates	103	103	0.1353
mux	2	2	0.004538
xor+xnor	50	50	0.09343
simple gates	151	151	0.1636
fa+ha+maj	67	67	0.1821
## cells in the mapped netlist, types with 9 or more instances
| cell type | instances |
|---|---|
| dfrtp_1 | 58 |
| nand3_1 | 19 |
| o21ai_0 | 33 |
| ha_1 | 65 |
| xnor2_1 | 31 |
| nor2_1 | 24 |
| nor3_1 | 17 |
| a21oi_1 | 27 |
| buf_4 | 12 |
| xor2_1 | 19 |
| a21o_1 | 9 |
| inv_1 | 35 |
| nand4_1 | 14 |
| nand2_1 | 39 |
## routing by layer
layer	vias to the layer above	GRT usage
li1	1743	-
met1	1622	0.1904
met2	34	0.1942
met3	8	0.01834
met4	0	0.007703
met5	-	0
## through the flow
| stage | worst slack [ns] | util | instances | power, mW |
|---|---|---|---|---|
| detailed placement | 1.894 | 0.3220 | 681 | 0.3782 |
| CTS | 1.903 | 0.3307 | 688 | 0.6898 |
| floorplan | 2.275 | - | 504 | 0.3778 |
| global route | 1.616 | 0.3307 | 688 | 0.7034 |
| global placement | 2.038 | 0.3220 | 681 | 0.3781 |
| finish | 1.964 | 0.3307 | 688 | 0.6781 |
## area by class of cell
type	instances	area [µm²]
Timing Repair Buffer	10	92.59
Inverter	35	131.4
Multi-Input combinational cell	381	2744
Tap cell	188	235.2
Sequential cell	67	1692
Clock buffer	7	132.6
Fill cell	1522	10170
## how the worst max path moves through the flow
stage	to	depth (start not counted)	slack [ns]	start
after global routing	rgb[6]	11	1.62	square_gen.sq_y[1]
after CTS	rgb[6]	11	1.90	square_gen.sq_y[1]
final	rgb[6]	11	1.96	square_gen.sq_y[1]
Power is estimated from default activity; no workload was simulated.
